===== design.v =====
module CRC_CODEC(
	input wire			clk,
	input wire			rst_n,
	input wire[15:0]		data_in,
	input wire			valid_i,
	input wire			mode,		 
	output reg[15:0]		data_out,
	output reg			valid_o
);
	reg [4:0] cnt;		 
	reg d0;
	reg d1;
	reg d2;
	reg d3;
	reg d4;
	reg d5;
	reg d6;
	reg d7;
	always @(posedge clk or negedge rst_n) 
	begin
		if(!rst_n)
			cnt <= 0;
		else if( cnt == 9 )
			cnt <= 1;
		else if(valid_i || cnt > 0)
			cnt <= cnt + 1;
		else
			cnt <= cnt;
	end
	always @(posedge clk or negedge rst_n) 
	begin
		if(!rst_n)
			d0 <= 0;
		else if( cnt >= 1 && cnt <= 8 )
			d0 <= data_in[16-cnt] ^ d7;
		else if( cnt == 9 )
			d0 <= 0;
		else
			d0 <= d0;
	end
	always @(posedge clk or negedge rst_n) 
	begin
		if(!rst_n)
			d1 <= 0;
		else if( cnt >= 1 && cnt <= 8 )
			d1 <= data_in[16-cnt] ^ d7 ^ d0;
		else if( cnt == 9 )
			d1 <= 0;
		else
			d1 <= d1;
	end
	always @(posedge clk or negedge rst_n) 
	begin
		if(!rst_n)
			d2 <= 0;
		else if( cnt >= 1 && cnt <= 8 )
			d2 <= data_in[16-cnt] ^ d7 ^ d1;
		else if( cnt == 9 )
			d2 <= 0;
		else
			d2 <= d2;
	end
	always @(posedge clk or negedge rst_n) 
	begin
		if(!rst_n)
			d3 <= 0;
		else if( cnt >= 1 && cnt <= 8 )
			d3 <= d2;
		else if( cnt == 9 )
			d3 <= 0;
		else
			d3 <= d3;
	end
	always @(posedge clk or negedge rst_n) 
	begin
		if(!rst_n)
			d4 <= 0;
		else if( cnt >= 1 && cnt <= 8 )
			d4 <= d3;
		else if( cnt == 9 )
			d4 <= 0;
		else
			d4 <= d4;
	end
	always @(posedge clk or negedge rst_n) 
	begin
		if(!rst_n)
			d5 <= 0;
		else if( cnt >= 1 && cnt <= 8 )
			d5 <= d4;
		else if( cnt == 9 )
			d5 <= 0;
		else
			d5 <= d5;
	end
	always @(posedge clk or negedge rst_n) 
	begin
		if(!rst_n)
			d6 <= 0;
		else if( cnt >= 1 && cnt <= 8 )
			d6 <= d5;
		else if( cnt == 9 )
			d6 <= 0;
		else
			d6 <= d6;
	end
	always @(posedge clk or negedge rst_n) 
	begin
		if(!rst_n)
			d7 <= 0;
		else if( cnt >= 1 && cnt <= 8 )
			d7 <= d6;
		else if( cnt == 9 )
			d7 <= 0;
		else
			d7 <= d7;
	end
	always @(posedge clk or negedge rst_n) 
	begin
		if(!rst_n)
			valid_o <= 0;
		else if(  cnt == 9 )
			valid_o <= 1;
		else
			valid_o <= 0;
	end
	always @(posedge clk or negedge rst_n) 
	begin
		if(!rst_n)
			data_out <= 0;
		else if( cnt == 8 )
		begin
			if(mode) 
				data_out[15:8] <= data_in[15:8]; 
			else 
				data_out <= data_in;
		end
		else if( cnt == 9 )
		begin
			if(mode) 
			begin
				data_out[7] <= d7;
				data_out[6] <= d6;
				data_out[5] <= d5;
				data_out[4] <= d4;
				data_out[3] <= d3;
				data_out[2] <= d2;
				data_out[1] <= d1;
				data_out[0] <= d0;
			end
			else 
			begin
				case({d7^data_out[7], d6^data_out[6], d5^data_out[5], d4^data_out[4], d3^data_out[3], d2^data_out[2], d1^data_out[1],d0^data_out[0]})
					8'b1000_1001: data_out[15] <= ~data_out[15];
					8'b1100_0111: data_out[14] <= ~data_out[14];
					8'b1110_0000: data_out[13] <= ~data_out[13];
					8'b0111_0000: data_out[12] <= ~data_out[12];
					8'b0011_1000: data_out[11] <= ~data_out[11];
					8'b0001_1100: data_out[10] <= ~data_out[10];
					8'b0000_1110: data_out[9] <= ~data_out[9];
					8'b0000_0111: data_out[8] <= ~data_out[8];
					8'b1000_0000: data_out[7] <= ~data_out[7];
					8'b0100_0000: data_out[6] <= ~data_out[6];
					8'b0010_0000: data_out[5] <= ~data_out[5];
					8'b0001_0000: data_out[4] <= ~data_out[4];
					8'b0000_1000: data_out[3] <= ~data_out[3];
					8'b0000_0100: data_out[2] <= ~data_out[2];
					8'b0000_0010: data_out[1] <= ~data_out[1];
					8'b0000_0001: data_out[0] <= ~data_out[0];
					default: data_out <= data_out;
				endcase
			end
		end
		else
			data_out <= data_out;
	end
endmodule

===== run.sh =====
#!/bin/bash
# OpenROAD 26Q1-2900-gdf79404cd8, Yosys 0.63+post, stock flow scripts
make -C /OpenROAD-flow-scripts/flow DESIGN_CONFIG=/design/flow/config.mk WORK_HOME=/design/flow/orfs finish

===== config.mk =====
export PLATFORM = sky130hd
export DESIGN_NAME = CRC_CODEC
export DESIGN_NICKNAME = CRC_CODEC
export VERILOG_FILES = /design/flow/design.v
export SDC_FILE = /design/flow/constraint.sdc
export NUM_CORES = 4
export LEC_CHECK = 1
export CORE_UTILIZATION = 50

===== constraint.sdc =====
current_design CRC_CODEC

set clk_period 4.5
set clk_io_pct 0.2

create_clock -name clk0 -period $clk_period [get_ports {clk}]

set non_clock_inputs [all_inputs -no_clocks]
set_input_delay [expr $clk_period * $clk_io_pct] -clock clk0 $non_clock_inputs
set_output_delay [expr $clk_period * $clk_io_pct] -clock clk0 [all_outputs]

==> Slide: Implementation Results <==
Flow Results at a Glance

Outcome
  – Status: completed

Placement
  – Area after DPL: 0.00248 mm^2
  – Placed cells: 323
  – RD Place Congestion: 0.912
  – PortBufs: 36
  – Hpwl dp: 3840 um
  – Setup Slack @ Placement: 1.59 ns

Power
  – Lkg Pwr: 0.00104 uW
  – Sequential power share: 0.447
  – Sw power: 207 uW
  – Int Pwr: 493 uW
  – Power per cell area: 271 mW/mm^2
  – Peak VDD IR: 0.175 mV
  – Overall power: 700 uW
  – Combinational Power Share: 0.223
  – Net Sw Frac: 0.295
  – Clock share of power: 0.330

Worst setup path
  – Worst R2R Start: cnt[0]
  – Worst EP required: 4.67 ns
  – Max FO, Critical Path: 9
  – CP Class: reg2reg
  – CP Launch Point: cnt[0]
  – Setup crit start kind: flop
  – Critical path capture point type: flop
  – Crit path DAT: 2.94 ns
  – Cell count of the worst reg-to-reg path: 6

Yosys
  – Top cells by count, synth: nand2_1 (31), dfrtp_1 (30), nor2_1 (19), xor2_1 (19), o21ai_0 (18)
  – Top cell area share: 0.356
  – Syn avg cell area: 8.54 um^2
  – Cell count in the Yosys report: 247
  – Synthesis Warnings: 1
  – Synth Cell Area: 0.00211 mm^2
  – Distinct cells, synth: 43
  – Ys flop type: dfrtp_1
  – Synth top cell by count: nand2_1
  – Ys async rst share: 1.00
  – Seq share, synth: 0.356
  – Yosys chip area: 0.00211 mm^2
  – EDFF count, synth: 0
  – #FFs+latches synth: 30
  – Syn Inst Count: 247
  – Synth area leader: dfrtp_1
  – Dominant cells by area after synthesis: dfrtp_1 (36%), xor2_1 (7.9%), mux2i_1 (7.6%)

Detailed routing
  – Starting DRT DRC Count: 116
  – DR vias/cell: 5.59
  – Drt first pass iters: 4
  – DRC: 0
  – N_diodes: 0
  – Via count: 1850
  – Routed wire per std cell: 15.1 um
  – Antenna viol nets, final: 0
  – WL final: 5010 um

Worst hold path
  – Min-Delay Path Depth: 2
  – HP Start: d6
  – Hold crit path type: reg2reg

Timing
  – RSZ-0062 raised after global routing: false
  – Clock skew: 0.00316 ns
  – Final WS setup: 1.73 ns
  – Slew of the pin with the lowest slew margin: 0.799 ns
  – Hold Fails Final Rpt: 0
  – Total negative slack: 0 ns
  – Max Fclk: 361 MHz
  – Slew Limit Fails: 0
  – Max-slew headroom: 0.465
  – Tmin final: 2.77 ns
  – # setup viols final: 0
  – Cycle use final: 0.616

Clocking
  – Postcts setup bufs: 0
  – Longest Clk Path Bufs: 2
  – Htree depth: 2
  – Num CTS Buffers: 5
  – Clk root buf: clkbuf_8
  – Insertion delay at the late pin of the worst-skew pair: 0.28 ns
  – CTS tree: built
  – Clock transition at path regs: 0.07 ns
  – Resize count post-CTS: 0
  – TritonCTS sink count: 30
  – CTS Hold Bufs: 0

Layout
  – Layout cells sized above 1: 0.0534
  – Fill cells: 365
  – Max reg flops: 16
  – Area growth, synth to finish: 22.2%
  – Post-route cell area: 0.00258 mm^2
  – Largest registers: data_out: 16 flops, cnt: 5 flops
  – Finished Layout Cells: 331
  – Largest Register: data_out

Floorplan
  – Die Wd: 67.0 um
  – Area of the core: 0.00403 mm^2
  – Rows: 23
  – Floorplan utilization: 0.524
  – Die H: 67.0 um
  – Chip area: 0.00448 mm^2
  – Ports: 37

Global routing
  – Number of global-route vias before repair: 1722
  – Total global-route track usage: 0.263
  – Total congestion overflow: 0
  – Initial antenna violation count: 0
  – Largest net degree at the start of global routing: 31
  – First-pass GRT wire length: 8440 um

Job
  – Max-Cap Viols: 0
  – Tool Warnings: 28
-- cells by family (layout without fill, tap and decap cells) --
kind of cell             Yosys count  in the layout  synth area share
multiplexers                      17             17            0.0866
AND-OR/OR-AND                     51             51             0.147
adder cells (fa/ha/maj)            4              4            0.0237
XOR/XNOR                          29             29             0.120
buffers and inverters             24             58            0.0522
AND/OR/NAND/NOR                   92             92             0.215
flip-flops                        30             30             0.356
-- cells in the final DEF, fill, tap and decap left out, types with 2 or more instances in the layout --
master           Yosys  routed
a21o_1               3       3
a21oi_1             13      13
a22oi_1              2       2
a31oi_1              4       4
and2_1               2       2
and3_1               4       4
buf_4                0       2
clkbuf_8             0       6
clkdlybuf4s50_1      0      36
dfrtp_1             30      30
ha_1                 4       4
inv_1               12      12
mux2i_1             16      16
nand2_1             31      31
nand2b_1             2       2
nand3_1             12      12
nand4_1              3       3
nor2_1              19      19
nor3_1               7       7
nor4_1               3       3
o211ai_1             2       2
o21ai_0             18      18
xnor2_1             10      10
xor2_1              19      19
-- cell type report --
| class | count | area [um^2] | area share |
|---|---|---|---|
| multi-input combinational | 193 | 1250 | 0.484 |
| timing repair buffer | 38 | 375 | 0.146 |
| inverter | 12 | 45.0 | 0.0175 |
| clock inverter | 2 | 12.5 | 0.00485 |
| clock buffer | 6 | 82.6 | 0.0320 |
| tap | 50 | 62.6 | 0.0243 |
| sequential | 30 | 751 | 0.291 |
-- power groups by stage --
stage	clock network [uW]	registers [uW]	logic, uW
after global routing	250	316	175
after CTS	235	313	156
final	231	313	156
-- layer usage --
layer  vias up  wire length, um  track usage
met1       852             2390        0.417
li1        933                -            -
met2        54             2290        0.391
met3        11              224       0.0469
met5         -                0            0
met4         0              107       0.0452
-- final timing paths --
check                                     to  slack [ns]
worst min-delay path                      d7        0.58
min in group asynchronous       data_out[11]        1.00
worst min register to register            d7        0.58
worst max-delay path                      d0        1.73
max in group asynchronous                 d2        3.20
worst max register to register            d0        1.73
-- critical path, stage by stage (launching register included) --
cell	delay (ns)
dfrtp_1	0.52
inv_1	0.14
ha_1	0.59
mux4_2	0.58
o211ai_1	0.43
nand3_1	0.14
a31o_2	0.26
-- metrics by stage --
stage               utilization  hold WS [ns]
floorplan                     -         0.511
global placement          0.616         0.567
detailed placement        0.616         0.577
CTS                       0.640         0.590
global route              0.640         0.618
finish                    0.640         0.580
No activity file was given, so power comes from the tool's default toggle rates.
